`config.mk`:
```
export PLATFORM = sky130hd
export DESIGN_NAME = fifo_sync
export DESIGN_NICKNAME = fifo_sync
export VERILOG_FILES = /design/flow/design.v
export SDC_FILE = /design/flow/constraint.sdc
export NUM_CORES = 4
export LEC_CHECK = 1
export CORE_UTILIZATION = 50
```
`constraint.sdc`:
```
current_design fifo_sync

set clk_period 33.0
set clk_io_pct 0.2

create_clock -name clk0 -period $clk_period [get_ports {clk}]

set non_clock_inputs [all_inputs -no_clocks]
set_input_delay [expr $clk_period * $clk_io_pct] -clock clk0 $non_clock_inputs
set_output_delay [expr $clk_period * $clk_io_pct] -clock clk0 [all_outputs]
```
`design.v`:
```
module fifo_sync  #(
    parameter   WIDTH     =   16  ,
    parameter   DEEP      =   128 ,
    parameter   PTR_SIZE  =   10
)(
    input   wire   clk,
    input   wire   rst,
    input   wire   write_en,
    input   wire   [WIDTH-1:0]    write_data,
    input   reg    read_en,
    output  reg    [WIDTH-1:0]    read_data,
    output  reg    full,
    output  reg    empty
);
reg     [WIDTH-1:0] FIFO_BUFF   [0:DEEP-1];
reg     [PTR_SIZE-1:0]  read_ptr  = 0;
reg     [PTR_SIZE-1:0]  write_ptr = 0;
reg     [PTR_SIZE-1:0]  cnt       = 0;       
always@(posedge  clk)begin
    if(!rst)begin
        cnt        <= 0; 
        write_ptr  <= 0;
        full       <= 1'd0;
    end
    else if(write_en)  begin
        if(write_ptr==read_ptr&&cnt==DEEP)begin     
            full <= 1'd1;
        end
        else begin                       
            FIFO_BUFF[write_ptr] <= write_data;
            full <= 1'd0;
            cnt  <= cnt + 1;
            if(write_ptr==DEEP-1)
                write_ptr <= 1'd0;
            else
                write_ptr <= write_ptr + 1;
        end
    end
    else begin
        write_ptr <= write_ptr;
        full <= 1'd0;
    end
end
always@(posedge  clk)begin
    if(!rst)begin
        read_ptr  <= 0;
        read_data <= 0;
        empty     <= 1'd0;
    end
    else if(read_en)  begin
        if(read_ptr==write_ptr&&cnt==0)begin  
            empty     <= 1'd1;
        end
        else begin                   
            cnt  <= cnt - 1;
            read_data <= FIFO_BUFF[read_ptr];
            empty     <= 1'd0;
            if(read_ptr==DEEP-1)
                read_ptr <= 0;
            else
                read_ptr <= read_ptr + 1;
        end
    end
    else begin
        read_ptr  <= read_ptr;
        read_data <= read_data;
        empty     <= 1'd0;
    end
end
endmodule
```
`run.sh`:
```
#!/bin/bash
# OpenROAD 26Q1-2900-gdf79404cd8, Yosys 0.63+post, stock flow scripts
make -C /OpenROAD-flow-scripts/flow DESIGN_CONFIG=/design/flow/config.mk WORK_HOME=/design/flow/orfs finish
```
==> impl_metrics.toml <==
# physical design summary
[synthesis]
top_cell_area_share = 0.760
ys_warn_count = 1
ys.flops = 2106
largest_area_cell = "edfxtp_1"
topCellsByArea = "edfxtp_1 76%, mux4_2 13%, mux2i_1 2.2%"
ys_cells = 3858
async_flop_share = 0
yosys_area_um2 = 81300
synth-edff-count = 2058
postSynthSeqShare = 0.772
synth_cell_type_count = 64
flop_cell = "edfxtp_1"

[status]
lastStage = "synthesis (1_2_yosys)"
firstError = "ERROR: Found 10 problems in 'check -assert'."
outcome = "stopped before the end"
cell usage after synthesis (8+ instances only):
| cell type | number |
|---|---|
| edfxtp_1 | 2058 |
| mux4_2 | 452 |
| nor2_1 | 182 |
| mux2i_1 | 178 |
| a22oi_1 | 110 |
| nand2_1 | 98 |
| clkbuf_1 | 80 |
| buf_2 | 65 |
| a21oi_1 | 60 |
| dfxtp_1 | 48 |
| o22ai_1 | 42 |
| buf_4 | 39 |
| nand3_1 | 39 |
| nor3_1 | 38 |
| xnor2_1 | 29 |
| buf_6 | 26 |
| a211oi_1 | 24 |
| nand4_1 | 23 |
| nor4_1 | 20 |
| nand2b_1 | 19 |
| a221oi_1 | 17 |
| o211ai_1 | 17 |
| a22o_1 | 16 |
| nor2b_1 | 15 |
| buf_1 | 13 |
| inv_1 | 13 |
| and3_1 | 12 |
| o21ai_0 | 12 |
| xor2_1 | 12 |
| o32ai_1 | 9 |
| mux2_2 | 8 |
cell families after synthesis:
family                   synth area share
AND/OR/NAND/NOR                    0.0267
adder cells (fa/ha/maj)          0.000769
XOR/XNOR                          0.00442
buffers and inverters              0.0170
AND-OR/OR-AND                      0.0313
flip-flops                          0.772
multiplexers                        0.148
