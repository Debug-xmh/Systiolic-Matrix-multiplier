==> design/flow/design.v <==
module FIX_unsigned_pipline_MUL #(
    parameter WIDTH_multiplicand = 16,
    parameter WIDTH_multiplier = 16
)
(
    input   clk,
    input   rst,
    input   valid,
    input   [WIDTH_multiplicand-1:0]       multiplicand,
    input   [WIDTH_multiplier-1:0]         multiplier,
    output  wire ready,
    output  wire [WIDTH_multiplicand + WIDTH_multiplier-1:0] product                      
);
wire     [WIDTH_multiplicand + WIDTH_multiplier-1:0]     multiplicand_shift [WIDTH_multiplier-1:0];
wire     [WIDTH_multiplier-1:0]                          multiplier_shift   [WIDTH_multiplier-1:0];
wire     [WIDTH_multiplier-1:0]                          valid_array; 
wire     [WIDTH_multiplicand + WIDTH_multiplier-1:0]     product_array[WIDTH_multiplier-1:0];
assign  ready = valid_array[WIDTH_multiplier-1];
assign  product = product_array[WIDTH_multiplier-1];
    multiply_cell # (
        .WIDTH_multiplicand         (WIDTH_multiplicand),
        .WIDTH_multiplier           (WIDTH_multiplier)
    ) multiply_cell0(
        .clk                        (clk),
        .rst                        (rst),
        .valid                      (valid),
        .multiplicand               ({{WIDTH_multiplier{1'd0}},multiplicand}),
        .multiplier                 (multiplier),
        .product_in                 ({(WIDTH_multiplicand + WIDTH_multiplier){1'd0}}),
        .ready                      (valid_array[0]),
        .multiplicand_shift         (multiplicand_shift[0]),
        .multiplier_shift           (multiplier_shift[0]),
        .product_out                (product_array[0])
    );
generate
    genvar i;
    for(i=1;i<WIDTH_multiplier;i=i+1)begin:multiply_cellx
        multiply_cell # (
            .WIDTH_multiplicand             (WIDTH_multiplicand),
            .WIDTH_multiplier               (WIDTH_multiplier)
        ) multiply_cellx(
            .clk                            (clk),
            .rst                            (rst),
            .valid                          (valid_array[i-1]),
            .multiplicand                   (multiplicand_shift[i-1]),
            .multiplier                     (multiplier_shift[i-1]),
            .product_in                     (product_array[i-1]),
            .ready                          (valid_array[i]),
            .multiplicand_shift             (multiplicand_shift[i]),
            .multiplier_shift               (multiplier_shift[i]),
            .product_out                    (product_array[i])
        );
    end
    endgenerate
endmodule
module  multiply_cell#(
    parameter WIDTH_multiplicand = 16,
    parameter WIDTH_multiplier = 16
)
(
    input   clk,
    input   rst,
    input   valid,
    input   [WIDTH_multiplicand + WIDTH_multiplier-1:0]       multiplicand,
    input   [WIDTH_multiplier-1:0]                          multiplier,
    input   [WIDTH_multiplicand + WIDTH_multiplier-1:0]       product_in,
    output  reg ready,
    output  reg [WIDTH_multiplicand + WIDTH_multiplier-1:0]   multiplicand_shift,
    output  reg [WIDTH_multiplier-1:0]                      multiplier_shift,
    output  reg [WIDTH_multiplicand + WIDTH_multiplier-1:0]   product_out   
);
always @(posedge clk)begin
    if(!rst)begin
        ready <= 0;
        multiplicand_shift  <= {(WIDTH_multiplicand + WIDTH_multiplier){1'd0}};
        multiplier_shift <= {WIDTH_multiplier{1'd0}};
        product_out <=  {(WIDTH_multiplicand + WIDTH_multiplier){1'd0}};
    end
    else if(valid)begin
        ready <= 1;
        multiplicand_shift <= (multiplicand<<1);
        multiplier_shift <= (multiplier>>1);
        if(multiplier[0])begin
            product_out <= product_in  + multiplicand;
        end
        else begin
            product_out <= product_in;
        end
    end
    else begin
        ready <= 0;
        multiplicand_shift  <= {(WIDTH_multiplicand + WIDTH_multiplier){1'd0}};
        multiplier_shift <= {WIDTH_multiplier{1'd0}};
        product_out <=  {(WIDTH_multiplicand + WIDTH_multiplier){1'd0}};
    end
end
endmodule
==> design/flow/run.sh <==
#!/bin/bash
# OpenROAD 26Q1-2900-gdf79404cd8, Yosys 0.63+post, stock flow scripts
make -C /OpenROAD-flow-scripts/flow DESIGN_CONFIG=/design/flow/config.mk WORK_HOME=/design/flow/orfs finish
==> design/flow/config.mk <==
export PLATFORM = sky130hd
export DESIGN_NAME = FIX_unsigned_pipline_MUL
export DESIGN_NICKNAME = FIX_unsigned_pipline_MUL
export VERILOG_FILES = /design/flow/design.v
export SDC_FILE = /design/flow/constraint.sdc
export NUM_CORES = 4
export LEC_CHECK = 1
export CORE_UTILIZATION = 40
==> design/flow/constraint.sdc <==
current_design FIX_unsigned_pipline_MUL

set clk_period 9.2
set clk_io_pct 0.2

create_clock -name clk0 -period $clk_period [get_ports {clk}]

set non_clock_inputs [all_inputs -no_clocks]
set_input_delay [expr $clk_period * $clk_io_pct] -clock clk0 $non_clock_inputs
set_output_delay [expr $clk_period * $clk_io_pct] -clock clk0 [all_outputs]
==> out/qor.txt <==
crit path launch type = input pin
max-cap violations = 0
EDFF count, synth = 0
Data arrival, critical path = 4560 ps
first-pass GRT wire length = 112000 µm
CTS root buf = clkbuf_16
status = finished, final reports clean
CTS tree = built
GRT overflow = 0
setup violators final = 0
critical path class = input pin to flip-flop
die footprint = 83500 µm²
initial DRC count = 987
Antenna diodes = 0
drt wl/cell = 14.8 µm
vias in the first global route = 22900
vias per cell = 5.20
clk_skew = 21.0 ps
clk buf depth = 3
Clock Sinks = 767
post_cts resized = 0
core area = 80900 µm²
CTS hold repair buffers = 0
synthesized cell area = 32900 µm²
DR vias = 23200
met2 WL = 33500 µm
initial antenna violation count = 0
Post-synth regs = 767
htree depth = 3
Max Used Layer = met4
worst vdd ir = 0.128 mV
postcts setup bufs = 0
Post-DP Area = 34600 µm²
Final Hold Violation Tally = 0
leakage = 17.3 nW
CP required = 9720 ps
Max Freq = 248 MHz
HP Class = flip-flop to flip-flop
CP max FO = 98
CTS clock-pin slew for the worst setup and hold paths = 60 ps
Skew-Pair Late Insertion Delay = 620 ps
# port buffers = 67
initial cell density of the core = 0.407
Rows = 104
RSZ-0062 raised after global routing = no
Die H = 289 µm
fin crit share = 0.439
post-synthesis sequential area ratio = 0.466
layout cell share with drive strength beyond 1 = 0.0608
cells after synthesis = 3326
crit path time final = 4040 ps
area delta synth->final = 13.1%
global-route usage over all layers = 0.165
Mean Syn Cell Area = 9.90 µm²
Slew HR = 0.405
final wirelength = 66300 µm
gpl congestion = 0.881
total CTS buffers = 80
Slew Viols, Final = 0
Detailed Place HPWL = 47800 µm
I/O pin count = 68
Commonest flop = dfxtp_1
fin area = 37300 µm²
routed length on met3 = 1760 µm
Post-DRT Antenna Nets = 0
M1 WL = 29500 µm
synth warn = 2
Slew @ Worst Pin = 889 ps
Die Wd = 289 µm
yosys cell count = 3326
drt first pass iters = 5
pwr/cell area = 179 nW/µm²
Netlist cell types = 60
ys async rst share = 0
yosys stat area = 32900 µm²
setup_tns = 0 ps
pin count of the biggest net entering global routing = 99
# DRC = 0
Tool Warnings = 25
Worst setup EP type = flip-flop
Setup crit start = rst
## state kept, by name, summed over array words and instances, names as in the netlist
signal	count
multiply_cellx.multiply_cellx.product_out	375
multiply_cell0.ready	1
multiply_cell0.multiplier_shift	15
multiply_cellx.multiply_cellx.ready	15
multiply_cell0.multiplicand_shift	16
multiply_cellx.multiply_cellx.multiplicand_shift	224
multiply_cell0.product_out	16
multiply_cellx.multiply_cellx.multiplier_shift	105
## per-stage QoR
stage	utilization	total power, mW	instances	hold slack (ps)	worst slack, ps
4_1_cts	0.460	6.77	4466	459	5170
2_1_floorplan	-	3.46	3326	429	6130
3_3_place_gp	0.427	3.50	4321	446	4560
3_5_place_dp	0.427	3.50	4321	450	4520
6_report	0.460	6.68	4466	455	5160
5_1_grt	0.460	6.92	4466	470	4850
## cell usage after synthesis (all sizes together) (24+ instances only)
library cell	count	share of area
nand2	95	0.011
a31oi	30	0.0057
ha	239	0.091
xnor2	128	0.034
and3	513	0.098
clkbuf	152	0.017
nand2b	26	0.0049
o21ai	81	0.012
nor2	249	0.028
mux2i	168	0.051
nor2b	24	0.0046
a21o	85	0.019
nand3	69	0.010
a21oi	190	0.029
and2	33	0.0063
a211o	24	0.0064
dfxtp	767	0.47
xor2	44	0.012
a211oi	45	0.010
a21boi	24	0.0068
inv	53	0.0060
nor3	39	0.0059
## worst max-delay path, stage by stage
cell	delay [ps]
buf_8	390
buf_4	600
buf_4	620
nand2_1	500
inv_1	250
nand3_1	100
o211ai_1	170
## kinds of logic after synthesis
kind of cell / after synthesis / synth area share
simple gates: 1124 / 0.186
flops: 767 / 0.466
compound gates: 623 / 0.126
fa+ha+maj: 254 / 0.0999
buf+inv: 218 / 0.0248
xor+xnor: 172 / 0.0457
mux: 168 / 0.0511
## layout make-up
class,instances,area [µm²]
Fill cell,7594,43700
Multi-Input combinational cell,2341,16800
Sequential cell,767,15400
Clock buffer,107,2280
Tap cell,1060,1330
Timing Repair Buffer,100,923
Clock inverter,38,415
Inverter,53,199
## routing by layer
| layer | GRT usage | vias up |
|---|---|---|
| met5 | 0 | - |
| met4 | 0.0368 | 0 |
| met3 | 0.0208 | 114 |
| met2 | 0.291 | 259 |
| met1 | 0.221 | 10800 |
| li1 | - | 12000 |
## power breakdown
group / internal (mW) / total, mW / switching [mW] / leakage (nW)
registers: 3.33 / 3.34 / 0.00571 / 6.18
clock network: 1.93 / 3.25 / 1.33 / 1.33
logic: 0.0315 / 0.0849 / 0.0534 / 9.80
## cells in the final DEF (no fill, tap or decap), drive strengths merged, types with 59 or more instances in the layout
| master | n |
|---|---|
| a21o | 85 |
| mux2i | 168 |
| nand3 | 69 |
| and3 | 513 |
| nor2 | 249 |
| nand2 | 95 |
| ha | 239 |
| a21oi | 190 |
| xnor2 | 128 |
| inv | 59 |
| clkbuf | 107 |
| o21ai | 81 |
| dfxtp | 767 |
| clkdlybuf4s50 | 66 |
## final timing paths
check,endpoint,slack [ps],depth (start not counted)
setup / recovery,multiply_cellx[6].multiply_cellx.product_out[21],5160,7
hold / removal,flip-flop,450,1
setup reg to reg,multiply_cellx[11].multiply_cellx.product_out[27],6400,9
hold reg to reg,flip-flop,450,1
Power and IR drop assume default switching activity.
