`config.mk`:
```
export PLATFORM = sky130hd
export DESIGN_NAME = shift_register
export DESIGN_NICKNAME = shift_register
export VERILOG_FILES = /design/flow/design.v
export SDC_FILE = /design/flow/constraint.sdc
export NUM_CORES = 4
export LEC_CHECK = 1
export CORE_UTILIZATION = 40
```
`constraint.sdc`:
```
current_design shift_register

set clk_period 1.7
set clk_io_pct 0.2

create_clock -name clk0 -period $clk_period [get_ports {clk}]

set non_clock_inputs [all_inputs -no_clocks]
set_input_delay [expr $clk_period * $clk_io_pct] -clock clk0 $non_clock_inputs
set_output_delay [expr $clk_period * $clk_io_pct] -clock clk0 [all_outputs]
```
`design.v`:
```
module shift_register  #(
    parameter   WIDTH_in  = 16,
    parameter   WIDTH_out  = 16,
    parameter   DEEP      =   128 ,
    parameter   PTR_SIZE  =   10
)(
    input   wire   clk,
    input   wire   rst,
    input   wire   shift_en,
    input   wire   [WIDTH_in-1:0]    shift_in,
    output  wire   [WIDTH_out-1:0]    shift_out
);
reg     [WIDTH_in-1:0] SHIFT_BUFF   [0:DEEP-1];  
reg     [PTR_SIZE-1:0]  cnt = 0;       
integer  i;
assign shift_out = (cnt==DEEP)?{{(WIDTH_out-WIDTH_in){1'd0}},SHIFT_BUFF[DEEP-1]}:0;
always@(posedge  clk)begin
    if(!rst)begin
        cnt <= 0; 
    end
    else  begin
        for(i=0;i<DEEP-1;i=i+1)begin
            SHIFT_BUFF[i+1] <= SHIFT_BUFF[i];
        end
        if(cnt==DEEP)begin
            cnt <= cnt;
        end
        else begin
            cnt <= cnt + 1;
        end
        if(shift_en)
            SHIFT_BUFF[0] <= shift_in;
        else
            SHIFT_BUFF[0] <= 0;
    end
end
endmodule
```
`run.sh`:
```
#!/bin/bash
# OpenROAD 26Q1-2900-gdf79404cd8, Yosys 0.63+post, stock flow scripts
make -C /OpenROAD-flow-scripts/flow DESIGN_CONFIG=/design/flow/config.mk WORK_HOME=/design/flow/orfs finish
```
==> impl_metrics.ini <==
; yosys + openroad results
[route]
routed_via_density = 4.379
n_antenna_cell = 0
wirelength_um = 61960
post_drt_wl_per_cell_um = 13.29
remaining_drc_errors = 0
drt_iter0_drc = 1285
antenna_left = 0
dr.pass1.iters = 20
vias = 20413

[global_routing]
met2_usage_pct = 10.53
grt.overflow.total = 0
grt-busiest-layer = met1
grt_start_max_net_pins = 100
grt_pass1_vias = 21144
use_met3_pct = 5.337
grt_pass1_wl_um = 106000
track_usage_pct = 9.024
gr-usage-met1_pct = 16.09
antenna_found_initial = 0

[placement]
hpwl_um = 25370
gp_congestion = 0.7545
port_buffers = 34
placed_area_um2 = 66230

[setup_path]
rr_startpoint = cnt[1]
cp-end-kind = output port
start_kind = register
critPathMaxFanout = 3
arrival_ns = 2.24
cp.required_ns = 1.36
crit_type = register to output port
crit_start = cnt[1]

[synth]
async_flop_share_pct = 0
ys_warn_count = 2
numSynthFlops = 2058
synth-main-ff-cell = edfxtp_1
yosys-stat-area_um2 = 62230
syn_avg_cell_area_um2 = 29.09
synth-edff-count = 2048
ys_seq_share_pct = 99.14
yosysUniqueCellTypes = 25
syn-instance-count = 2139
synth_area_um2 = 62230
yosys_cells = 2139

[pwr]
cellPowerDensity_nw_per_um2 = 1397
p_clk_share_pct = 39.7
p_switching_mw = 18.74
power_leakage_nw = 24.05
combPwrFrac_pct = 1.2
p_sw_share_pct = 18.56
power_mw = 101.0
worst_ir_drop_vdd_v = 0.0009853
seqPwrFrac_pct = 59.1
p_int_mw = 82.25

[die]
io_pins = 35
fp_util_pct = 40.35
fp.coreArea_um2 = 154200
die_x_um = 396.4
die_h_um = 396.4
dieArea_um2 = 157200
fp-row-count = 144

[layout]
layout_top_cell = edfxtp_1
layout.cells.most_common_list = edfxtp_1 (2048), clkbuf_16 (194), buf_4 (58)
areaGrowthSynthToFinish_pct = 16.14
fin_util_pct = 46.86
fin_area_um2 = 72280
drive_gt1_share_pct = 15.05
fill_cells = 12165

[clock_network]
tritoncts = yes
cts_max_path_buffers = 3
cts_made_buffers = 193
clk_latency_ns = 0.78
htreeDepth = 4
cts-root-buf = clkbuf_16
path_clk_slew_ns = 0.06
cts.sinks = 2058

[timing]
tns_ns = -12.90
fin_worst_skew_ns = 0.01341
period_needed_ns = 2.581
final-setup-viol-count = 16
worst_pin_slew_ns = 0.5601
rsz0062_at_grt = yes
max_freq_ghz = 0.3874
fin_ws_ns = -0.8811
relSlewSlack_pct = 62.54
hold_viol = 0
finalCritPeriodShare_pct = 151.8
slew_viol_final = 0

[worst_hold_path]
hold_class = input port to register
hold_start = rst

[outcome]
status = finished, violations left
violations = setup timing

[run]
drv_cap = 0
log.warning_count = 29
-- synthesized netlist by cell type (3+ instances only) --
master       n  area share, %
or3_1        4          0.040
and2_1      18           0.18
inv_1        3          0.018
nand2_1      7          0.042
nand3_1      3          0.024
a21oi_1      5          0.040
o21ai_0      5          0.040
edfxtp_1  2048             99
dfxtp_1     10           0.32
and2_2      14           0.17
-- critical path, cell delays in order, from the launching register on --
cell and delay, ns:
dfxtp_2 0.33, inv_2 0.07, ha_4 0.14, nand4bb_4 0.12, nor4_4 0.25, buf_4 0.18
buf_6 0.10, buf_6 0.10, and2_4 0.12, buf_2 0.08
-- sequential cells by signal, summed over array words and instances, names as in the netlist --
register	flops
SHIFT_BUFF	2048
cnt	10
-- final timing paths --
kind | to | slack (ns) | cells past startpoint
worst max-delay path | shift_out[12] | -0.88 | 9
worst min-delay path | SHIFT_BUFF[61][5] | 0.11 | 2
worst max register to register | cnt[1] | 0.07 | 9
worst min register to register | SHIFT_BUFF[3][0] | 0.41 | 0
-- power groups by stage --
stage / Sequential, mW / Clock [mW] / Combinational (mW)
4_1_cts: 59.7 / 41.7 / 1.28
5_1_grt: 60.0 / 43.8 / 1.40
6_report: 59.7 / 40.1 / 1.26
-- metal layers --
layer / part of all wire [%] / vias to the layer above
met5: 0 / -
met4: 3.1 / 0
met3: 10 / 165
met2: 39 / 696
met1: 47 / 10141
li1: - / 9411
-- stage by stage --
stage	setup WS (ns)	hold slack, ns	cells
floorplan	0.003987	0.4003	2139
global placement	-0.4354	0.4002	4304
detailed placement	-0.4373	0.4045	4304
CTS	-0.9957	0.02981	4663
global route	-1.032	0.05614	4662
finish	-0.8811	0.1116	4662
-- kinds of logic (layout without fill, tap and decap cells) --
| logic type | Yosys count | in the layout | share of synthesized area [%] |
|---|---|---|---|
| AND-OR/OR-AND | 12 | 12 | 0.1066 |
| XOR/XNOR | 2 | 2 | 0.02815 |
| adder cells (fa/ha/maj) | 2 | 2 | 0.04020 |
| buffers and inverters | 7 | 486 | 0.05629 |
| flip-flops | 2058 | 2058 | 99.14 |
| multiplexers | 2 | 2 | 0.03217 |
| AND/OR/NAND/NOR | 56 | 56 | 0.5951 |
-- timing repair --
action	in CTS	in global routing
resized	75	9
pin swaps	18	4
buffers inserted	8	3
gates cloned	1	0
setup endpoints to repair	16	19
hold buffers	1	0
hold endpoints to repair	11	0
-- cell type report --
type	count	area, um^2	share of cell area [%]
inverters	3	11.26	0.01558
clock inverters	110	942.2	1.304
well taps	2044	2557	3.538
multi-input cells	74	550.5	0.7617
clock buffers	240	5027	6.956
flip-flops and latches	2058	61700	85.37
repair buffers	133	1484	2.053
Power is estimated from default activity; no workload was simulated.
